[flow/constraint.sdc]
current_design FIFO

set clk_period 4.6
set clk_io_pct 0.2

create_clock -name clk0 -period $clk_period [get_ports {clk}]

set non_clock_inputs [all_inputs -no_clocks]
set_input_delay [expr $clk_period * $clk_io_pct] -clock clk0 $non_clock_inputs
set_output_delay [expr $clk_period * $clk_io_pct] -clock clk0 [all_outputs]
[flow/config.mk]
export PLATFORM = sky130hd
export DESIGN_NAME = FIFO
export DESIGN_NICKNAME = FIFO
export VERILOG_FILES = /design/flow/design.v
export SDC_FILE = /design/flow/constraint.sdc
export NUM_CORES = 4
export LEC_CHECK = 1
export CORE_UTILIZATION = 30
[flow/run.sh]
#!/bin/bash
# OpenROAD 26Q1-2900-gdf79404cd8, Yosys 0.63+post, stock flow scripts
make -C /OpenROAD-flow-scripts/flow DESIGN_CONFIG=/design/flow/config.mk WORK_HOME=/design/flow/orfs finish
[flow/design.v]
module FIFO(clk, reset, dataIn, dataOut,put,get, isFull,isEmpty);
parameter FIFO_SIZE_EXP = 2;					 
parameter FIFO_SIZE = 1<<FIFO_SIZE_EXP;	 
parameter SIZE = 7;								 
input wire clk;									 
input wire reset;									 
input wire [SIZE:0]dataIn;						 
output reg [SIZE:0]dataOut;					 
input wire put;									 
input wire get;									 
output reg isFull = 0;							 
output reg isEmpty = 1;							 
reg [SIZE:0]fifo[0:(FIFO_SIZE-1)];			 
reg [(FIFO_SIZE_EXP-1):0]pointStart = 0;	 
reg [(FIFO_SIZE_EXP-1):0]pointEnd = 0;		 
reg lastGet = 0;
reg lastPut = 0;
always @(posedge clk) 
begin
if(!reset)
		begin
			 dataOut <= 0;
			 pointEnd <= 0;
			 pointStart <= 0;
			 isFull <= 0;
			 isEmpty <= 1;
		end 
else 
		begin
			 if((lastPut == 0) && (put == 1) && (!isFull)) 
				 begin 
							fifo[pointEnd] <= dataIn;
							pointEnd = pointEnd + 1;
							isEmpty <= 0;
							if(pointEnd == pointStart)
									  isFull <= 1;
				 end
			 if((lastGet == 0) && (get == 1) && (!isEmpty)) 
				 begin
							dataOut <= fifo[pointStart];
							pointStart = pointStart + 1;
							isFull <= 0;
							if(pointEnd == pointStart)
									  isEmpty <= 1;
				 end
			 lastPut = put;
			 lastGet = get;
		end
end
endmodule
==> reports/metrics.csv <==
metric,value,unit
outcome,finished clean,
postLayoutCellArea,2350,um2
path_cells,clkdlybuf4s50_1 -> nor3b_2 -> and3_1,
vias_per_cell,4.65,
ys_cells,119,
worst_pin_slew,0.857,ns
drc_errors,0,
synth.top_cell.area_share,52.5,%
port_buffers,21,
min_path_cells,2,
required,4.57,ns
cp_max_fo,10,
ys_chip_area,1940,um2
clock_sinks,48,
rr_startpoint,pointStart[0],
cap_violations,0,
grt_setup_unrepaired,false,
min-delay-start,dataOut[3],
placedCellCount,210,
ctsHoldBuffers,0,
power,0.000892,W
setup_viol,0,
cts_root_buf,clkbuf_8,
r2r_slack,2.66,ns
ys_seq_share,66.9,%
startpoint_type,input pin,
stdcell_count,218,
area_growth,20.9,%
clk_path_buf_depth,2,
grt_pass1_wl,5.09,mm
firstDrtPassIters,4,
clk_pin_slew,0.09,ns
yosysUniqueCellTypes,30,
design.core.area,6100,um2
rows,28,
tns,0,ns
n_antenna_cell,0,
slowest_delay,0.52,ns
grtUsageTotal,10.4,%
overflow,0,
yosysWarnings,1,
hold_class,reg2reg,
cellLeakagePower,0.777,nW
syn_area,1940,um2
drive_gt1_share,11.9,%
postSynthAreaPerCell,16.3,um2
post-cts-setup-buffers,0,
wirelength,2.96,mm
critPathBufInv,1,
synth_top_cell_by_area,edfxtp_1,
floorplan.core_util,31.9,%
report.final.slew_viol_count,0,
crit_type,in2reg,
cts_tree,yes,
die_area,6810,um2
ir_drop,0.180,mV
cts_htree_levels,2,
post-route-period-util,52.9,%
skew,0.00480,ns
reg2reg_depth,3,
antenna_found_initial,0,
die_w,82.5,um
insertion_delay,0.30,ns
power.density,379,nW/um2
io_pins,22,
placedInstanceArea,2210,um2
chipHeight,82.5,um
cp-end-kind,register,
ys.flops,48,
grt_max_degree,21,
hold_end,dataOut[3],
drtAntennaViolNets,0,
place.detailed.hpwl,2.20,mm
post_cts_resized,0,
finalWeightedCongestion,0.830,
grt_pass1_vias,1041,
postLayoutCoreUtil,38.6,%
clock.fmax,411,MHz
openroad.warnings,28,
hold_viol_final,0,
timing.rr.end,isEmpty,
drtIter0Drc,36,
slowest_stage,nor3b_2,
critPathArrivalTime,2.40,ns
synthTopCellsByArea,"edfxtp_1 (53%), dfxtp_1 (14%), mux4_2 (6.9%)",
timing.slew.headroom,42.8,%
cts_made_buffers,5,
period_minus_slack,2.43,ns
routedWlPerCell,13.6,um
vias,1014,
synth_cells,119,
crit_family,simple AND/OR/NAND/NOR gates,
-- cells in the mapped netlist --
master,number
buf_6,2
a21boi_1,4
a21boi_0,5
edfxtp_1,34
nor2b_1,1
nor3b_2,2
a31oi_1,1
and3_1,4
nor2_1,1
nand4_1,1
mux4_1,2
dfxtp_1,14
buf_1,1
xnor3_1,1
clkbuf_1,1
mux4_2,6
o21a_1,1
or4_1,1
xor2_1,1
buf_2,1
xnor2_1,4
or3b_4,1
nor3b_1,1
o2111ai_1,1
and2_1,2
xor3_1,1
nand2_1,17
inv_1,3
mux2i_1,1
ha_1,4
-- worst max path at each step --
stage	slack [ns]	from	cells past startpoint	endpoint
after CTS	2.18	put	3	fifo[3][6]
after global routing	2.01	put	3	fifo[3][1]
final	2.17	put	3	fifo[3][1]
-- flip-flops by register name (all words and copies together) (netlist names) --
signal and cells:
fifo 32, isEmpty 1, pointEnd 2, lastGet 1, isFull 1, lastPut 1
dataOut 8, pointStart 2
-- cell families (layout without fill, tap and decap cells) --
| family | count (synthesis) | count (layout) | synth area share, % |
|---|---|---|---|
| compound gates | 12 | 12 | 4.63 |
| xor+xnor | 7 | 7 | 4.63 |
| simple gates | 31 | 31 | 8.69 |
| mux | 9 | 9 | 10.2 |
| flops | 48 | 48 | 66.9 |
| fa+ha+maj | 4 | 4 | 2.57 |
| buf+inv | 8 | 32 | 2.38 |
-- tightest hold or removal path, cell delays in order (launching register included) --
cell and delay [ns]:
dfxtp_1 0.32, nand2_1 0.05, a21boi_1 0.05
-- cell type report --
cell class / count / area (um2)
multi-input cells: 63 / 597
fillers: 563 / 3740
clock inverters: 3 / 68.8
clock buffers: 5 / 68.8
flip-flops and latches: 48 / 1300
well taps: 75 / 93.8
repair buffers: 21 / 210
inverters: 3 / 11.3
-- layer usage --
| metal | vias up | GRT usage [%] | share of wire [%] |
|---|---|---|---|
| met5 | - | 0 | 0 |
| met4 | 0 | 1.72 | 1.6 |
| met3 | 4 | 5.24 | 7.9 |
| met2 | 38 | 14.0 | 39 |
| met1 | 484 | 15.9 | 51 |
| li1 | 488 | - | - |
-- where the power goes --
group / switching, W / leakage (nW) / total, W / internal [W]
clock: 0.000138 / 0.0687 / 0.000357 / 0.000219
sequential: 0.00000910 / 0.422 / 0.000482 / 0.000473
combinational: 0.0000214 / 0.286 / 0.0000532 / 0.0000318
-- cells in the final DEF, fill, tap and decap left out, types with 2 or more instances in the layout --
master	count
edfxtp_1	34
clkdlybuf4s50_1	21
mux4_1	2
a21boi_1	4
ha_1	4
nor3b_2	2
a21boi_0	5
bufinv_16	2
xnor2_1	4
clkbuf_8	5
and3_1	4
dfxtp_1	14
inv_1	3
mux4_2	6
and2_1	2
nand2_1	17
-- stage by stage --
stage / hold WS (ns) / setup slack (ns)
after floorplan: 0.421 / 2.59
after global placement: 0.445 / 1.91
after detailed placement: 0.456 / 1.85
after CTS: 0.468 / 2.18
after global routing: 0.495 / 2.01
final: 0.466 / 2.17
No activity file was given, so power comes from the tool's default toggle rates.
