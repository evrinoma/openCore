## flow/constraint.sdc

```tcl
current_design DEBOUNCE_SINGLE

set clk_period 1.5
set clk_io_pct 0.2

create_clock -name clk0 -period $clk_period [get_ports {clk}]

set non_clock_inputs [all_inputs -no_clocks]
set_input_delay [expr $clk_period * $clk_io_pct] -clock clk0 $non_clock_inputs
set_output_delay [expr $clk_period * $clk_io_pct] -clock clk0 [all_outputs]
```

## flow/design.v

```verilog
module DEBOUNCE_SINGLE(keyBounce,clk,keyDeBounce,repeater);
input wire keyBounce;
input wire clk;
output wire keyDeBounce;
output wire repeater;
wire clk_en;
wire Q1;
wire Q2;
	wire Q2Bar;
clockDiv div(clk,keyBounce,clk_en);
dff_en d1(clk,clk_en,keyBounce,Q1);
dff_en d2(clk,clk_en,Q1,Q2);
assign repeater = keyBounce;
	assign Q2Bar = ~Q2;
	assign keyDeBounce = Q1 & Q2Bar;
endmodule
module clockDiv(clk,keyBounce, clkEn);
input wire clk;
input wire keyBounce;
output wire clkEn;
localparam MAX	= 16'h0F;
localparam MIN	= 16'h00;
reg [15:0] counter = MIN;
	always @(posedge clk, negedge keyBounce)
		begin
		if(keyBounce == 0)
			counter <= MIN;
		else
			counter <= (counter>=MAX) ? MIN : counter+1;
		end
		assign clkEn = (counter == MAX) ? 1'b1 : 1'b0;
endmodule
module dff_en(clock, en, D, Q);
input wire clock; 
input wire en;
input wire D;
	output reg Q = 1'd0;
		always @ (posedge clock)
		begin
			if(en == 1) 
				  Q <= D;
		end
endmodule 
```

## flow/run.sh

```bash
#!/bin/bash
# OpenROAD 26Q1-2900-gdf79404cd8, Yosys 0.63+post, stock flow scripts
make -C /OpenROAD-flow-scripts/flow DESIGN_CONFIG=/design/flow/config.mk WORK_HOME=/design/flow/orfs finish
```

## flow/config.mk

```make
export PLATFORM = sky130hd
export DESIGN_NAME = DEBOUNCE_SINGLE
export DESIGN_NICKNAME = DEBOUNCE_SINGLE
export VERILOG_FILES = /design/flow/design.v
export SDC_FILE = /design/flow/constraint.sdc
export NUM_CORES = 4
export LEC_CHECK = 1
export CORE_AREA = 10 10 70 70
export DIE_AREA = 0 0 80 80
```

==> out/qor.txt <==
Chip Area: 6400 um^2
WS Path Type: reg2out
Period utilization: 0.8892
Synth warn: 2
First-pass GRT wire length: 1242 um
CTS tree: done
Hpwl dp: 501.9 um
PwrDens: 1056 nW/um^2
Fin crit period: 1.334 ns
Total grt overflow: 0
Hold buffer count at cts: 0
Setup violators final: 0
FILL cells: 363
I/O Pins: 4
Core Util at FP: 0.1777
Final instance area: 777.0 um^2
CORE AREA: 3416 um^2
Leakage Power: 0.3294 nW
Seq cells post-synth: 18
Detail Route Antenna Nets: 0
Required @ worst endpoint: 1.20 ns
Cells in synth_stat.txt: 36
GR Util All Layers: 0.02473
Routability cong.: 0.6930
Final wirelength: 706 um
Max Root-Sink Buffers: 2
Arrival @ worst endpoint: 1.03 ns
Count of different cell masters after synthesis: 16
Max Fclk: 749.7 MHz
Hold crit path type: in2async
Vias in the first global route: 293
Placed cell area: 743.2 um^2
Endpoint class of the critical path: output pin
P&R area growth vs syn: 28.04%
Residual DRC: 0
PortBufs: 3
Avg WL per Cell: 6.990 um
N_diodes: 0
DRT Pass-1 Iters: 2
Critical path launch point type: register
Clk sink count: 18
Synth Area per Inst: 16.86 um^2
Status: finished, final reports clean
Worst Setup SP: d1.Q
Dominant logic cell type in the layout: dfrtp_1
R2R Path Start: div.counter[4]
Post-Synthesis Cell Area: 606.8 um^2
Maximum vdd drop: 0.0006179 V
Number of CTS-inserted buffers: 3
Share of cells above drive strength 1: 0.2182
Count of tool warnings: 25
Synth Seq Share: 0.7588
Max-slew violation count: 0
Post-Syn Instances: 36
Max Cap Viol: 0
Row cnt: 21
Clock root buffer: clkbuf_4
Initial antenna violation count: 0
H-tree depth: 1
Post-CTS setup buffers: 0
Total number of vias: 282
Clock transition at path regs: 0.09 ns
Die H: 80 um
Fin worst setup slack: 0.1662 ns
Max Clock Skew: 0.004187 ns
Unrepaired setup endpoints after global routing: false
Initial DRC count: 17
Late-Pin Clk Latency: 0.29 ns
Largest net degree at the start of global routing: 18
Final hold violations: 0
Post-place setup slack: -0.06303 ns
Crit Path Max Fanout: 2
Via/cell ratio: 2.792
Yosys stat chip area: 606.8 um^2
Chip width: 80 um
Post-CTS Resized: 2
Top Layout Cells: 16 x dfrtp_1, 12 x conb_1, 3 x nor4_2, 3 x clkbuf_4
-- synth_stat cells, drive strengths merged --
master / number / share of area
and3: 1 / 0.010
nor3b: 1 / 0.021
nor2: 2 / 0.012
nor3: 2 / 0.025
edfxtp: 2 / 0.099
conb: 1 / 0.0062
nor4: 3 / 0.062
dfrtp: 16 / 0.66
nand3: 3 / 0.033
ha: 1 / 0.021
buf: 1 / 0.012
xnor2: 1 / 0.014
nor2b: 1 / 0.010
xor2: 1 / 0.014
-- routing by layer --
| layer | vias to the layer above | track usage | wire [um] | part of all wire |
|---|---|---|---|---|
| li1 | 149 | - | - | - |
| met1 | 126 | 0.03215 | 353 | 0.50 |
| met2 | 7 | 0.03291 | 255 | 0.36 |
| met3 | 0 | 0.01932 | 97 | 0.14 |
| met4 | 0 | 0.001761 | 0 | 0 |
| met5 | - | 0 | 0 | 0 |
-- critical path, cell delays in order, from the launching register on --
cell and delay, ns:
edfxtp_1 0.38, nor2b_1 0.14, dlygate4sd2_1 0.23
-- cell type report --
type | count | area (um^2) | area share
well taps | 46 | 57.56 | 0.07407
flip-flops and latches | 18 | 460.4 | 0.5926
clock buffers | 4 | 36.28 | 0.04670
repair buffers | 5 | 42.54 | 0.05475
multi-input cells | 28 | 180.2 | 0.2319
-- power by group --
part	internal (W)	switching [W]
sequential	0.000508	0.00000726
combinational	0.00000724	0.0000127
clock	0.000148	0.000137
-- flip-flops by register name (all words and copies together), names as in the netlist --
register and cells:
d1.Q 1, d2.Q 1, div.counter 16
-- through the flow --
stage          power (W)  setup TNS (ns)  utilization  hold slack (ns)  instances
4_1_cts        0.0008336               0       0.2275          0.09511        101
5_1_grt        0.0008666               0       0.2275           0.1075        101
6_report       0.0008205               0       0.2275          0.08725        101
3_3_place_gp   0.0005460        -0.05979       0.2176           0.4303         97
3_5_place_dp   0.0005480        -0.06303       0.2176           0.4340         97
2_1_floorplan  0.0005314               0            -         0.004409         47
-- cells by family after synthesis --
logic type	Yosys count	synth area share
buf+inv	1	0.01238
flops	18	0.7588
fa+ha+maj	1	0.02062
other cells	1	0.006180
xor+xnor	2	0.02887
simple gates	13	0.1732
-- worst paths after layout --
kind / slack (ns) / depth (start not counted) / end
hold / removal: 0.09 / 2 / div.counter[3]
max in group asynchronous: 1.23 / 2 / div.counter[13]
hold reg to reg: 0.45 / 0 / d2.Q
min in group clk0: 0.45 / 0 / d2.Q
setup reg to reg: 0.22 / 3 / d1.Q
setup / recovery: 0.17 / 2 / keyDeBounce
Power and IR drop assume default switching activity.
